**/design/flow/config.mk**
```make
export PLATFORM = sky130hd
export DESIGN_NAME = vending_machine
export DESIGN_NICKNAME = vending_machine
export VERILOG_FILES = /design/flow/design.v
export SDC_FILE = /design/flow/constraint.sdc
export NUM_CORES = 4
export LEC_CHECK = 1
export CORE_AREA = 10 10 70 70
export DIE_AREA = 0 0 80 80
```
**/design/flow/constraint.sdc**
```tcl
current_design vending_machine

set clk_period 1.0
set clk_io_pct 0.2

create_clock -name clk0 -period $clk_period [get_ports {clk}]

set non_clock_inputs [all_inputs -no_clocks]
set_input_delay [expr $clk_period * $clk_io_pct] -clock clk0 $non_clock_inputs
set_output_delay [expr $clk_period * $clk_io_pct] -clock clk0 [all_outputs]
```
**/design/flow/design.v**
```verilog
`timescale 1ns / 1ps
module vending_machine (
    input wire clk,        
    input wire reset,      
    input wire I,          
    input wire J,          
    output reg X,          
    output reg Y           
);
    localparam S_IDLE       = 2'b00;
    localparam S_5_RUPEES   = 2'b01;
    localparam S_10_RUPEES  = 2'b10;
    reg [1:0] current_state, next_state;
    always @(posedge clk or posedge reset) begin
        if (reset)
            current_state <= S_IDLE;
        else
            current_state <= next_state;
    end
    always @(*) begin
        next_state = current_state;
        X = 1'b0;
        Y = 1'b0;
        case (current_state)
            S_IDLE: begin
                if (I) begin
                    if (J)  
                        next_state = S_10_RUPEES;
                    else    
                        next_state = S_5_RUPEES;
                end
            end
            S_5_RUPEES: begin
                if (I) begin
                    if (J) begin
                        X = 1'b1;
                        Y = 1'b0;
                        next_state = S_IDLE;
                    end
                    else begin
                        next_state = S_10_RUPEES;
                    end
                end
            end
            S_10_RUPEES: begin
                if (I) begin
                    if (J) begin
                        X = 1'b1;
                        Y = 1'b1;
                        next_state = S_IDLE;
                    end
                    else begin
                        X = 1'b1;
                        Y = 1'b0;
                        next_state = S_IDLE;
                    end
                end
            end
            default: begin
                next_state = S_IDLE;
                X = 1'b0;
                Y = 1'b0;
            end
        endcase
    end
endmodule
```
**/design/flow/run.sh**
```bash
#!/bin/bash
# OpenROAD 26Q1-2900-gdf79404cd8, Yosys 0.63+post, stock flow scripts
make -C /OpenROAD-flow-scripts/flow DESIGN_CONFIG=/design/flow/config.mk WORK_HOME=/design/flow/orfs finish
```
==> impl_metrics.ini <==
; synthesis and place-and-route metrics
[run_status]
status = finished, violations left
violations = setup timing

[critical_path]
slowest_delay_ps = 390
crit_chain = buf_6 -> and3_4 -> buf_6
critPathArrivalTime_ps = 980
critPathCaptureType = output pin
crit_path_max_fanout = 2
slowest_stage = dfrtp_1
crit_type = reg -> out
crit_path_frequent_cell = buf_6
critical_path_required_ps = 800
cp_top_family = flip-flops
path_buffers = 2
startpoint_type = register

[pwr]
seqPwrFrac_pct = 32.4
p_int_uw = 381
clock_power_share_pct = 42.1
p_sw_share_pct = 24.1
leakage_nw = 0.139
power_frac_comb_pct = 25.5
p_per_area_mw_per_mm2 = 1550
switching_power_uw = 121
ir_drop_uv = 282

[cells_and_area]
largest_reg_flops = 3
biggestRegsByFlops = current_state (3)
fin_area_um2 = 324
top_register = current_state
fillCellCount = 401
syn2layout_area_growth_pct = 131
layout_top_cell = buf_4
drive_above_1_share_pct = 46.7
layout_top_cells = 5 x buf_4, 3 x clkbuf_4
final_util_pct = 9.49

[synthesis]
yosysWarnings = 1
synth_stat.cells = 15
syn_area_per_cell_um2 = 9.34
numSynthFlops = 3
syn_area_um2 = 140
synth_cell_types = 10
netlist_instances = 15
ys_seq_share_pct = 54.5
ys_area_um2 = 140

[clock_tree]
clkTransAtPathRegs_ps = 40
cts.root.buffer_cell = clkbuf_4
clock_latency_ps = 230
cts_buffers = 3
cts_htree_levels = 1
cts_tree = built
cts_buffer_depth = 2
clock_sinks = 3

[final_timing]
clock_skew_ps = 0.827
hold_ws_ps = 144
relSlewSlack_pct = 87.4
worst_slew_pin_slew_ps = 189
setup_tns_ps = -304
period_used_pct = 118
slew_violations = 0
setup_ws_ps = -178
finalCriticalPeriod_ps = 1180
setup_viol = 2
fmax_mhz = 849
rsz0062_at_grt = yes
hold_viol_final = 0

[placed_design]
dpl_cell_area_um2 = 263
port_buffers = 5
finalWeightedCongestion = 0.681

[die]
io_pins = 6
coreArea_mm2 = 0.00342
die_w_um = 80
rows = 21
die_area_mm2 = 0.00640
die_h_um = 80
fp_util_pct = 4.10

[grt]
overflow = 0
grt_usage_pct = 1.76
grt_pass1_wl_um = 876
grt_pass1_vias = 195
antenna_found_initial = 0
grt_max_degree = 6

[route]
wire_per_inst_um = 6.14
drt_iter0_markers = 3
routed-via-count = 152
ant_nets = 0
wirelength_um = 467
drc_errors = 0
diodes = 0
first_pass_iters = 2
viasPerCell = 2.00

[job]
openroad.warnings = 27
cap_violations = 0

[hold_path]
hold_class = in -> async
[cells in the mapped netlist, drive strengths merged]
master	instances	area, um^2
a21oi	3	15.0
o22ai	1	6.26
dfstp	1	26.3
dfrtp	2	50.1
nand2	1	3.75
inv	2	7.51
nor2b	1	6.26
mux2i	1	10.0
and3	1	7.51
nor2	2	7.51
[cell families after synthesis]
| kind of cell | Yosys count | share of synthesized area [%] |
|---|---|---|
| mux | 1 | 7.14 |
| buf+inv | 2 | 5.36 |
| simple gates | 5 | 17.9 |
| flops | 3 | 54.5 |
| compound gates | 4 | 15.2 |
[final timing paths]
path	startpoint	endpoint	slack, ps	cells past startpoint
max in group asynchronous	reset	current_state[0]$_DFF_PP1_	650	2
min in group clk0	I	current_state[2]$_DFF_PP0_	370	2
hold / removal	reset	current_state[2]$_DFF_PP0_	140	2
hold reg to reg	current_state[0]$_DFF_PP1_	current_state[0]$_DFF_PP1_	510	2
setup / recovery	current_state[1]$_DFF_PP0_	Y	-180	3
setup reg to reg	current_state[1]$_DFF_PP0_	current_state[1]$_DFF_PP0_	100	4
[per-stage QoR]
step	cells	worst slack, ps	total power, mW
final	76	-178	0.502
after global routing	76	-213	0.545
after CTS	75	-189	0.500
after detailed placement	68	-611	0.246
after global placement	68	-611	0.242
after floorplan	15	230	0.192
[layout make-up]
| cell class | count | area, um^2 | area share [%] |
|---|---|---|---|
| Clock buffer | 4 | 26.3 | 8.11 |
| Inverter | 2 | 7.51 | 2.32 |
| Multi-Input combinational cell | 10 | 63.8 | 19.7 |
| Sequential cell | 3 | 76.3 | 23.6 |
| Tap cell | 46 | 57.6 | 17.8 |
| Timing Repair Buffer | 11 | 92.6 | 28.6 |
[power by group through the flow]
stage | logic (mW) | registers (mW) | clock network [mW]
after CTS | 0.113 | 0.162 | 0.225
after global routing | 0.144 | 0.167 | 0.235
final | 0.128 | 0.163 | 0.211
[metal layers]
| layer | vias up | track usage (%) | part of all wire (%) |
|---|---|---|---|
| li1 | 81 | - | - |
| met1 | 65 | 1.93 | 48 |
| met2 | 6 | 2.01 | 35 |
| met3 | 0 | 2.05 | 17 |
| met4 | 0 | 0.704 | 0 |
| met5 | - | 0 | 0 |
[what timing repair did]
| item | 4_1_cts | 5_1_grt |
|---|---|---|
| setup buffers | 3 | 1 |
| gates resized | 11 | 1 |
| hold buffers | 0 | 0 |
| pin swaps | 1 | 1 |
| endpoints found under the setup margin | 2 | 2 |
Power figures rest on the tool's default switching activity, not on a simulated workload.
